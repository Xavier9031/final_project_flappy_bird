$ cat flow/config.mk
export PLATFORM = sky130hd
export DESIGN_NAME = vga
export DESIGN_NICKNAME = vga
export VERILOG_FILES = /design/flow/design.v
export SDC_FILE = /design/flow/constraint.sdc
export NUM_CORES = 4
export LEC_CHECK = 1
export CORE_AREA = 10 10 98 98
export DIE_AREA = 0 0 108 108
$ cat flow/constraint.sdc
current_design vga

set clk_period 2.4
set clk_io_pct 0.2

create_clock -name clk0 -period $clk_period [get_ports {iCLK}]

set non_clock_inputs [all_inputs -no_clocks]
set_input_delay [expr $clk_period * $clk_io_pct] -clock clk0 $non_clock_inputs
set_output_delay [expr $clk_period * $clk_io_pct] -clock clk0 [all_outputs]
$ cat flow/design.v
module vga(
   input iCLK,  
   input iRST_N,
   input [3:0] iRed,
   input [3:0] iGreen,
   input [3:0] iBlue,
   output [9:0] px,
   output [9:0] py,
   output  [3:0] VGA_R,
   output  [3:0] VGA_G,
   output  [3:0] VGA_B,
   output reg VGA_H_SYNC,
   output reg VGA_V_SYNC,
   output VGA_SYNC,
   output VGA_BLANK
);
assign	VGA_BLANK	=	VGA_H_SYNC & VGA_V_SYNC;
assign	VGA_SYNC	=	1'b0;
reg [9:0] h_count, v_count;
assign px = h_count;
assign py = v_count;
parameter H_SYNC_TOTAL = 1040;
parameter H_PIXELS =     800;
parameter H_SYNC_START = 0;
parameter H_SYNC_WIDTH =  128;
always@(posedge iCLK or negedge iRST_N)
begin
	if(!iRST_N)
	begin
		h_count <= 10'h000;
		VGA_H_SYNC <= 1'b0;
	end
	else
	begin
		if (h_count < H_SYNC_TOTAL-1) 
			h_count <= h_count + 1'b1;
		else 
			h_count <= 10'h0000;
		if (h_count >= H_SYNC_START && h_count < H_SYNC_START+H_SYNC_WIDTH) 
			VGA_H_SYNC = 1'b0;
		else
			VGA_H_SYNC <= 1'b1;
	end
end
parameter V_SYNC_TOTAL = 666;
parameter V_PIXELS     = 600;
parameter V_SYNC_START = 0;
parameter V_SYNC_WIDTH =   4;
parameter H_START = 0;
always @(posedge iCLK or negedge iRST_N)
begin
	if (!iRST_N)
	begin
		v_count <= 10'h0000;
		VGA_V_SYNC <= 1'b0;
	end
	else if (h_count == H_START)
	begin
		if (v_count < V_SYNC_TOTAL-1) 
			v_count <= v_count + 1'b1;
		else 
			v_count <= 10'h0000;
		if (v_count >= V_SYNC_START && v_count < V_SYNC_START+V_SYNC_WIDTH) 
			VGA_V_SYNC = 1'b0;
		else 
			VGA_V_SYNC <= 1'b1;
	end
end
	wire video_h_on = (h_count<H_PIXELS);
	wire video_v_on = (v_count<V_PIXELS);
	wire video_on = video_h_on & video_v_on;
	assign VGA_R = (video_on? iRed: 4'b0000);
	assign VGA_G = (video_on? iGreen: 4'b0000);
	assign VGA_B = (video_on? iBlue: 4'b0000);
endmodule
$ cat flow/run.sh
#!/bin/bash
# OpenROAD 26Q1-2900-gdf79404cd8, Yosys 0.63+post, stock flow scripts
make -C /OpenROAD-flow-scripts/flow DESIGN_CONFIG=/design/flow/config.mk WORK_HOME=/design/flow/orfs finish
==> impl_summary.log <==
[metrics] run summary
INFO  metric synth.most_common_cell = dfrtp_1
INFO  metric synth.avg_cell_area = 9.98 sq um
INFO  metric maxSlewViolCount = 0
INFO  metric global_route.usage.met2 = 0.0944
INFO  metric openroad.warnings = 28
INFO  metric grt_most_used_layer = met2
INFO  metric worst_setup_path_end_kind = output pin
INFO  metric synth.ff_latch_count = 22
INFO  metric leakage = 0.970 nW
INFO  metric initCoreUtil = 0.166
INFO  metric finalHoldViolations = 0
INFO  metric ys.flop_type = dfrtp_1
INFO  metric grt_pass1_wl = 5510 um
INFO  metric place_ws = 0.249 ns
INFO  metric cts_tree = yes
INFO  metric die_area = 11700 sq um
INFO  metric port_buffer_cells = 48
INFO  metric worstSetupStartpointType = flip-flop
INFO  metric synth.yosys.warnings = 1
INFO  metric postSynthCellCount = 127
INFO  metric final_critical_path_setup_slack = 0.0504 ns
INFO  metric area_growth_syn_to_fin = 63.6%
INFO  metric dpl_hpwl = 2820 um
INFO  metric data_arrival_time_at_the_worst_slack_endpoint = 1.87 ns
INFO  metric fp.dieW = 108 um
INFO  metric grt_usage = 0.0580
INFO  metric fp.dieH = 108 um
INFO  metric cts_max_level = 1
INFO  metric power_after_layout = 0.000688 W
INFO  metric number_of_flops_mapped_to_enable_cells_by_yosys = 0
INFO  metric floorplan.rows = 32
INFO  metric wl_per_cell = 12.6 um
INFO  metric cts-buffers-inserted = 3
INFO  metric max_freq = 426 MHz
INFO  metric num_io_pins = 50
INFO  metric drt_iter0_drc = 16
INFO  metric yosys_area = 1270 sq um
INFO  metric yosys-top-cells-count = dfrtp_1 (22), and2_1 (14), nand2_1 (9)
INFO  metric grt_antenna_before_repair = 0
INFO  metric p_per_area = 332 nW/um^2
INFO  metric clock_skew = 0.00646 ns
INFO  metric clkTransAtPathRegs = 0.08 ns
INFO  metric ff2ff_path_depth = 6
INFO  metric via_per_inst = 4.00
INFO  metric vdd_ir_drop_max = 0.183 mV
INFO  metric met3_usage = 0.0199
INFO  metric use_met1 = 0.0761
INFO  metric setup_violations = 0
INFO  metric antenna_violating_nets_remaining = 0
INFO  metric ys_cells = 127
INFO  metric outcome = finished clean
INFO  metric drt-total-wl = 3690 um
INFO  metric dr_total_vias = 1172
INFO  metric yosys.area.top_type = dfrtp_1
INFO  metric async_reset_ff_frac = 1.00
INFO  metric holdCritPathClass = flip-flop to flip-flop
INFO  metric grt_start_max_net_pins = 23
INFO  metric cts-hold-fix-buffers = 0
INFO  metric worst_skew_pair.late_latency = 0.26 ns
INFO  metric core-area = 7650 sq um
INFO  metric criticalPathCategory = flip-flop to output pin
INFO  metric cell_area_after_synthesis = 1270 sq um
INFO  metric weighted_congestion_at_the_end_of_routability_driven_global_placement = 0.836
INFO  metric clock_sinks = 22
INFO  metric ctsRootBufferMaster = clkbuf_8
INFO  metric postSynthSeqShare = 0.434
INFO  metric detailedRoute.firstPassIterationCount = 3
INFO  metric critical_path_maximum_fanout = 5
INFO  metric first_global_vias = 1086
INFO  metric overflow_left_after_global_routing = 0
INFO  metric timing.critical_path.required = 1.92 ns
INFO  metric period_used_share = 0.979
INFO  metric drive_gt1_frac = 0.194
INFO  metric grt_setup_unrepaired = yes
INFO  metric netlist_top_cells_area = dfrtp_1 (43%), and2_1 (6.9%), ha_1 (3.9%)
INFO  metric max_cap_violations = 0
INFO  metric cell_variety_after_synth = 36
INFO  metric drt_drc_violations_left = 0
INFO  metric diodes = 0
INFO  metric timing.hold.worst_path_depth = 1
INFO  metric synth.top_cell.area_share = 0.434
INFO  metric post_layout_minimum_cycle_time = 2.35 ns
INFO  metric clk_path_buf_depth = 2
## metal layers
| layer | wire length, um | share of wire |
|---|---|---|
| met5 | 0 | 0 |
| met3 | 259 | 0.070 |
| met2 | 1650 | 0.45 |
| met4 | 17 | 0.0046 |
| met1 | 1760 | 0.48 |
## registers in the layout (all words and copies together), names as in the netlist
signal,flops
v_count,10
h_count,10
VGA_V_SYNC,1
VGA_H_SYNC,1
## final cells by class
| cell class | count | area (sq um) |
|---|---|---|
| fill | 772 | 5570 |
| multi-input combinational | 94 | 686 |
| timing repair buffer | 64 | 626 |
| sequential | 22 | 553 |
| tap | 102 | 128 |
| clock buffer | 4 | 55.1 |
| inverter | 7 | 26.3 |
## critical path: stages (launching register included)
cell             delay, ns
dfrtp_1               0.39
and2_4                0.17
o21ai_2               0.10
nand2_1               0.07
a21oi_2               0.15
buf_4                 0.15
and2_1                0.13
clkdlybuf4s50_1       0.46
## logic make-up after synthesis
| group | share of synthesized area |
|---|---|
| buf+inv | 0.0434 |
| other cells | 0.00296 |
| flops | 0.434 |
| xor+xnor | 0.0553 |
| fa+ha+maj | 0.0395 |
| compound gates | 0.149 |
| simple gates | 0.275 |
## worst paths after layout
check	from	to	slack [ns]
setup / recovery	v_count[4]	VGA_G[3]	0.05
hold reg to reg	VGA_V_SYNC	VGA_V_SYNC	0.50
min in group asynchronous	iRST_N	v_count[8]	0.57
max in group asynchronous	iRST_N	h_count[6]	1.57
setup reg to reg	h_count[0]	v_count[3]	0.59
hold / removal	VGA_V_SYNC	VGA_V_SYNC	0.50
## power breakdown
part | switching [W] | internal (W)
Clock | 0.000118 | 0.000146
Combinational | 0.0000143 | 0.0000393
Sequential | 0 | 0.000370
Total | 0.000132 | 0.000556
## timing repair
action                                  4_1_cts  5_1_grt
endpoints found under the setup margin       12       12
cloned                                        1        0
setup buffers                                 0        6
resized                                       3       18
pin swaps                                     1        4
## layout by cell type (no fill, tap or decap), types with 5 or more instances in the layout
master | Yosys | layout
clkdlybuf4s50_1 | 0 | 38
buf_4 | 1 | 16
inv_1 | 7 | 7
nand2_1 | 9 | 9
nand3_1 | 7 | 7
and3_1 | 7 | 7
dlymetal6s2s_1 | 0 | 10
dfrtp_1 | 22 | 20
xnor2_1 | 5 | 5
nor2_1 | 6 | 6
and2_1 | 14 | 10
## through the flow
stage	cells	setup TNS, ns	hold slack (ns)	cell area [sq um]	utilization
finish	293	0	0.505	2070	0.271
global route	293	-0.0831	0.555	2070	0.271
CTS	287	0	0.516	1980	0.259
detailed placement	282	0	0.496	1910	0.250
global placement	282	0	0.491	1910	0.250
floorplan	127	0	0.184	1270	-
Power and IR drop assume default switching activity.
