[./run.sh]
#!/bin/bash
# OpenROAD 26Q1-2900-gdf79404cd8, Yosys 0.63+post, stock flow scripts
make -C /OpenROAD-flow-scripts/flow DESIGN_CONFIG=/design/flow/config.mk WORK_HOME=/design/flow/orfs finish
[./config.mk]
export PLATFORM = sky130hd
export DESIGN_NAME = Reset_Delay
export DESIGN_NICKNAME = Reset_Delay
export VERILOG_FILES = /design/flow/design.v
export SDC_FILE = /design/flow/constraint.sdc
export NUM_CORES = 4
export LEC_CHECK = 1
export CORE_AREA = 10 10 89 89
export DIE_AREA = 0 0 99 99
[./constraint.sdc]
current_design Reset_Delay

set clk_period 6.3
set clk_io_pct 0.2

create_clock -name clk0 -period $clk_period [get_ports {iCLK}]

set non_clock_inputs [all_inputs -no_clocks]
set_input_delay [expr $clk_period * $clk_io_pct] -clock clk0 $non_clock_inputs
set_output_delay [expr $clk_period * $clk_io_pct] -clock clk0 [all_outputs]
[./design.v]
module	Reset_Delay(iCLK,oRESET);
input		iCLK;
output reg	oRESET;
reg	[19:0]	Cont;
always@(posedge iCLK)
begin
	if(Cont!=20'hFFFFF)
	begin
		Cont	<=	Cont+1'b1;
		oRESET	<=	1'b0;
	end
	else
	oRESET	<=	1'b1;
end
endmodule 
==> flow_metrics.env <==
# implementation run metrics
export IMPL_die_x_um=99
export IMPL_power_density_mw_per_mm2=202.7
export IMPL_coreArea_mm2=0.005991
export IMPL_synth_flops=21
export IMPL_syn_to_final_growth_pct=14.87
export IMPL_power_share_clock_pct=36.1
export IMPL_post_cts_buffers=0
export IMPL_fp_util_pct=16.85
export IMPL_final_antenna_net_count=0
export IMPL_io_pins=2
export IMPL_antenna_cells=0
export IMPL_synth_area_mm2=0.001010
export IMPL_hold_viol=0
export IMPL_vias=538
export IMPL_fmax_mhz=438.7
export IMPL_ys_cells=76
export IMPL_drt_total_wl_um=1357
export IMPL_critPathKind="reg -> out"
export IMPL_yosys_warnings=1
export IMPL_grt_overflow=0
export IMPL_p_switching_mw=0.04097
export IMPL_drv_cap=0
export IMPL_drt_initial_drc_count=53
export IMPL_worst_slack_ns=4.021
export IMPL_drive_gt1_share_pct=11.11
export IMPL_fillCellCount=632
export IMPL_cp_endpoint="oRESET"
export IMPL_slew_headroom_pct=49.63
export IMPL_mostFrequentLayoutCells="edfxtp_1, xnor2_1, nand3_1, nand2_1"
export IMPL_cp_depth=1
export IMPL_yosysTopAreaCellShare_pct=59.48
export IMPL_clockBufferDepth=2
export IMPL_fp_dieH_um=99
export IMPL_crit_chain="clkdlybuf4s50_1"
export IMPL_cts_tree="built"
export IMPL_cts_buffers=3
export IMPL_edf_count=20
export IMPL_drc=0
export IMPL_grt_pass1_wl_um=2484
export IMPL_h_tree_depth=1
export IMPL_cp_buffers_inverters=1
export IMPL_r2r_cells=5
export IMPL_final_comb_area_um2=370.4
export IMPL_min_period_ns=2.279
export IMPL_ys_types=17
export IMPL_grt_antenna_before_repair=0
export IMPL_leakagePower_nw=0.3912
export IMPL_setup_viol=0
export IMPL_crit_path_end_kind="output port"
export IMPL_ff2ff_setup_slack_ns=4.20
export IMPL_r2r_end="Cont[1]"
export IMPL_track_usage_pct=2.857
export IMPL_regToRegStartpoint="Cont[0]"
export IMPL_power_internal_mw=0.1941
export IMPL_ys_seq_share_pct=61.46
export IMPL_cts_resized=0
export IMPL_top_cells_by_area="edfxtp_1, xnor2_1, xor2_1"
export IMPL_mostFrequentLayoutCell="edfxtp_1"
export IMPL_crit_required_ns=5.04
export IMPL_avgSynthCellArea_um2=13.29
export IMPL_fin_cells=156
export IMPL_clkTransAtPathRegs_ns=0.08
export IMPL_period_used_pct=36.18
export IMPL_p_sw_share_pct=17.42
export IMPL_flop_area_um2=620.6
export IMPL_dpl_cell_count=152
export IMPL_arrival_ns=1.02
export IMPL_rsz0062_at_grt="false"
export IMPL_warnings=25
export IMPL_path_delay_family="buffers and inverters"
export IMPL_outcome="finished clean"
export IMPL_clk_latency_ns=0.26
export IMPL_grt_pass1_vias=528
export IMPL_slowest_stage="clkdlybuf4s50_1"
export IMPL_wl_per_cell_um=8.699
export IMPL_cts_hold_buf=0
export IMPL_startpoint_type="flop"
export IMPL_grt_start_max_net_pins=21
export IMPL_seqPwrFrac_pct=63.9
export IMPL_rows=28
export IMPL_finalSetupTns_ns=0
export IMPL_slew_violations=0
export IMPL_fin_skew_ns=0.007538
export IMPL_portBuffers=1
export IMPL_viasPerCell=3.449
export IMPL_yosys_stat_area_mm2=0.001010
export IMPL_yosysTopAreaCell="edfxtp_1"
export IMPL_synth_top_flop_cell="edfxtp_1"
export IMPL_hpwl_um=916.2
export IMPL_gp_congestion=0.7438
export IMPL_crit_start="oRESET"
export IMPL_peakVddDrop_uv=65.32
export IMPL_first_pass_iters=4
export IMPL_async_reset_ff_share_pct=0
export IMPL_hold_path_class="reg -> reg"
export IMPL_synth_cells=76
export IMPL_cp_max_fo=1
export IMPL_critical_path_max_stage_delay_ns=0.45
export IMPL_die_area_mm2=0.009801
export IMPL_worst_pin_slew_ns=0.7547
export IMPL_clock_sinks=21
export IMPL_p_comb_share_pct=0
export IMPL_pre_cts_ws_ns=4.227
export IMPL_cts_root_buf="clkbuf_8"
export IMPL_holdWs_ns=0.5787
[how the worst min path moves through the flow]
stage         cells past startpoint      to  startpoint  slack, ns
global route                      1  oRESET    Cont[19]       0.60
CTS                               1  oRESET    Cont[19]       0.58
finish                            1  oRESET    Cont[19]       0.58
[cell type report]
cell class | count | area share [%]
flip-flops and latches | 21 | 53.51
repair buffers | 1 | 0.8630
multi-input cells | 50 | 31.93
clock inverters | 1 | 0.4315
well taps | 75 | 8.091
clock buffers | 3 | 3.560
inverters | 5 | 1.618
[cells in the mapped netlist (2+ instances only)]
master	count
nor3_1	3
and3_1	2
xnor2_1	13
xor2_1	5
nand4_1	3
edfxtp_1	20
inv_1	5
nor2_1	4
nand3_1	8
nand2_1	6
[layer usage]
metal,wire length (um),global-route usage [%],vias up
met2,536,3.607,6
met3,50,0.6342,2
met4,27,0.7718,0
met5,0,0,-
met1,743,4.661,249
li1,-,-,281
[power groups by stage]
stage	registers (mW)	logic [mW]	clock network, mW
5_1_grt	0.150	0.000000125	0.0957
4_1_cts	0.150	0.000000125	0.0893
6_report	0.150	0.000000125	0.0849
[kinds of logic after synthesis]
group	synth area share, %
xor gates and xnor gates	15.61
adders and majority gates	1.239
buffers and inverters	1.859
DFF	61.46
and+or+nand+nor	19.83
[flip-flops by register name, indices dropped and copies added (netlist names)]
register,cells
Cont,20
oRESET,1
[per-stage QoR]
stage	cell area [um2]	total power, mW	util, %
after global routing	1160	0.2459	19.36
after global placement	1114	0.1534	18.59
after detailed placement	1114	0.1534	18.59
after CTS	1160	0.2395	19.36
final	1160	0.2351	19.36
after floorplan	1010	0.1534	-
Power and IR drop assume default switching activity.
